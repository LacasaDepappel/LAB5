==> flow/design.v <==
module asynchronous_dual_port_8x16_ram(dout,din,wraddr,rdaddr,rdclk,wrclk,rst,we,re);
parameter width=16,depth=8,address=3;
input rst,we,re;
input rdclk,wrclk;
input [address-1:0]wraddr,rdaddr;
input [width-1:0]din;
output reg [width-1:0]dout;
reg [width-1:0]mem[depth-1:0];
integer x;
always @(posedge wrclk or posedge rst)
    begin
        if(rst)
            begin
                for(x=0;x<8;x=x+1)
                    begin
                        mem[x] <= 0;
                    end
            end
        else if(we)
            begin
                mem[wraddr] <= din;
            end
    end
always @(posedge rdclk or posedge rst)
    begin
        if(rst)
            begin
                dout <= 16'h0000;
            end
        else if(re)
            begin
                dout <= mem[rdaddr];
            end
    end
endmodule
==> flow/run.sh <==
#!/bin/bash
# OpenROAD 26Q1-2900-gdf79404cd8, Yosys 0.63+post, stock flow scripts
make -C /OpenROAD-flow-scripts/flow DESIGN_CONFIG=/design/flow/config.mk WORK_HOME=/design/flow/orfs finish
==> flow/config.mk <==
export PLATFORM = sky130hd
export DESIGN_NAME = asynchronous_dual_port_8x16_ram
export DESIGN_NICKNAME = asynchronous_dual_port_8x16_ram
export VERILOG_FILES = /design/flow/design.v
export SDC_FILE = /design/flow/constraint.sdc
export NUM_CORES = 4
export LEC_CHECK = 1
export CORE_UTILIZATION = 30
==> flow/constraint.sdc <==
current_design asynchronous_dual_port_8x16_ram

set clk_period 2.3
set clk_io_pct 0.2

create_clock -name clk0 -period $clk_period [get_ports {rdclk}]
create_clock -name clk1 -period $clk_period [get_ports {wrclk}]

set non_clock_inputs [all_inputs -no_clocks]
set_input_delay [expr $clk_period * $clk_io_pct] -clock clk0 $non_clock_inputs
set_output_delay [expr $clk_period * $clk_io_pct] -clock clk0 [all_outputs]
==> datasheet_impl.txt <==
Characteristics after synthesis and place and route

Parameter                              Value

Status
  Result of the run .................. complete, no violations

Worst setup path
  Critical path peak fanout .................. 23
  Category of the critical setup timing path .................. in -> reg
  Startpoint class of the critical path .................. primary input
  Critical Path End Type .................. flip-flop
  Worst path required time .................. 2.42 ns
  Data arrival time of the worst path .................. ~2.1 ns

Final timing
  Final Hold Vio Count .................. 0
  Pins Over Slew Limit .................. 0
  Hold_ws .................. 0.419 ns
  Tightest Pin Transition .................. 0.916 ns
  Worst-case headroom to the max-slew limit .................. 0.387
  Final worst setup slack .................. around 0.31 ns
  Worst setup skew after layout .................. 0 ns
  Setup repair after global routing missed its margin .................. false
  Setup_tns .................. 0 ns
  Final-report setup violation count .................. 0

Power and ir drop
  Cell Int Power .................. between 5 and 6 mW
  Pwr per Cell Area .................. 916 mW/mm^2
  Combinational power share .................. 0.159
  Share of total power in the clock network .................. 0.393
  Power, Total .................. 7.50 mW
  Maximum vdd drop .................. around 0.00054 V
  Switching power .................. between 1.5 and 2 mW
  Switching share of power .................. 0.242
  Sequential share of power .................. 0.448
  Reported leakage power .................. ~3.5 nW

Place
  Sum of net half-perimeters after detailed placement .................. 9580 um
  Instance area after placement .................. roughly 0.0075 mm^2
  Port bufs .................. 41
  Placed Cells incl. Taps .................. between 800 and 900
  RePlAce Congestion .................. between 0.8 and 0.9
  Pre-CTS WS .................. 0.0611 ns

Route
  Mean routed wirelength per cell .................. roughly 18 um
  Total Routed Length .................. around 15000 um
  Via total after detailed routing .................. around 4200
  Initial DRT Pass Iterations .................. 4
  Post-DR vias/cell .................. 5.00
  Number of DRC markers in iteration 0 .................. between 150 and 200
  Ant. Diodes .................. 0
  Final ANT Viol Nets .................. 0
  DRC viols .................. 0

Final layout
  Combinational gate area .................. roughly 0.0027 mm^2
  Final core occ .................. 0.383
  Final Instance Count excl. Fillers .................. about 840
  Layout fillers .................. a little under 2000
  Cell area after layout .................. around 0.008 mm^2
  Share of post-route cells with drive strength above 1 .................. 0.352
  Total area of sequential cells .................. roughly 0.0036 mm^2
  Post-synthesis to final-layout area growth .................. 23.6%
  Most common logic cells in the final layout .................. dfrtp_1, mux2_2, clkdlybuf4s50_1
  Most frequent logic cell in the layout .................. dfrtp_1

Flow run
  Max-Cap Viols .................. 0
  Stage-log warning count .................. 26

Global routing
  GR Overflow Total .................. 0
  Total GRT Usage .................. 0.148
  Largest net degree at the start of global routing .................. ~59
  Number of antenna violations at the first check in global routing .................. 0
  First-pass GRT wire length .................. 24800 um
  Vias in the first global route .................. approximately 4500

Clock tree
  Post-cts resize count .................. 0
  Clock transition at path regs .................. roughly 0.06 ns
  Clock tree from TritonCTS .................. done
  Total setup buffers inserted after CTS .................. 0
  CTS sink cnt .................. between 100 and 150
  Hold-fix buffers, CTS .................. 0

Die
  Number of placed I/O pins .................. roughly 43
  Die Size .................. ~0.023 mm^2
  Core region area .................. between 0.02 and 0.025 mm^2
  Number of rows in the core area .................. 53
  Die extent in x .................. 151 um
  Floorplan die height .................. 151 um
  Initial core utilization .................. 0.310

Logic synthesis
  Ys cells .................. about 490
  Largest area contributor in the netlist .................. dfrtp_1
  Instance tally after logic synthesis .................. between 400 and 500
  Unique cell type count in the Yosys netlist .................. 39
  Dominant combinational family .................. multiplexers
  Average cell area after synthesis .................. 13.4 um^2
  Synth warn .................. 2
  FA/HA/MAJ Cells, Area Fraction .................. 0
  Synth Area in Compound Gates .................. 0.0998
  Xor-xnor portion of the synthesized cell area .................. 0
  Post-synth mux share .................. 0.248
  Largest cells by area .................. dfrtp_1, mux2_2, mux2i_1
  Register bit count reported by yosys .................. ~140
  Top area contributor share .................. 0.544
  Simple-Gate Area Share .................. 0.0605
  Proportion of synthesized chip area in sequential cells .................. 0.544
  Synthesized cell area .................. about 0.0066 mm^2
  YS chip area .................. 0.00662 mm^2

Min path
  Worst min-delay path category .................. in -> async
==> state kept, by name, indices dropped and copies added (netlist names) <==
| signal | cells |
|---|---|
| mem | 128 |
| dout | 16 |
==> worst max-delay path, cell delays in order <==
cell	delay, ns
clkdlybuf4s50_1	0.65
buf_4	0.33
o32ai_1	0.13
a2111oi_1	0.38
o22ai_1	0.14
==> final cells by class <==
| type | instances | share of cell area |
|---|---|---|
| tap | 275 | 0.0420 |
| inverter | 24 | 0.0118 |
| clock buffer | 24 | 0.0654 |
| sequential | 144 | 0.440 |
| multi-input combinational | 292 | 0.330 |
| clock inverter | 11 | 0.0142 |
| timing repair buffer | 70 | 0.0960 |
==> worst paths after layout <==
path	start	to	slack (ns)	cells after the start
max	rdaddr[2]	dout[5]$_DFFE_PP0P_	0.31	5
max in group clk1	wraddr[2]	mem[2][9]$_DFFE_PP0P_	0.61	5
min in group clk0	dout[4]$_DFFE_PP0P_	dout[4]$_DFFE_PP0P_	0.54	2
max reg2reg	mem[1][9]$_DFFE_PP0P_	dout[9]$_DFFE_PP0P_	0.77	4
min	rst	mem[1][15]$_DFFE_PP0P_	0.42	2
min reg2reg	mem[1][12]$_DFFE_PP0P_	mem[1][12]$_DFFE_PP0P_	0.48	1
min in group clk1	mem[1][12]$_DFFE_PP0P_	mem[1][12]$_DFFE_PP0P_	0.48	1
max in group asynchronous	rst	dout[9]$_DFFE_PP0P_	1.11	3
==> kinds of logic (layout without fill, tap and decap cells) <==
logic type	Yosys count	count (layout)
flip-flops	144	144
multiplexers	142	142
AND-OR/OR-AND	94	94
buffers and inverters	58	129
AND/OR/NAND/NOR	56	56
==> layer usage <==
metal | wire [um] | vias to the layer above | GRT usage
li1 | - | 1918 | -
met1 | 6670 | 2173 | 0.208
met2 | 7310 | 92 | 0.236
met3 | 754 | 20 | 0.0383
met4 | 294 | 0 | 0.0310
met5 | 0 | - | 0
==> Yosys cell counts (all sizes together) <==
library cell  instances
a211oi               15
a22o                  6
nor3b                 4
nand2b                7
dfrtp               144
o32ai                 6
and3                  1
o21ai                23
a2111oi              12
nor3                  2
nor2b                 8
mux4                  3
mux2i                18
inv                  24
or2                   1
o22ai                16
clkbuf               12
nand4b                3
and2                 12
buf                  22
nand2                10
a221oi                1
a21oi                14
mux2                121
nor2                  5
o311ai                1
nand3b                1
nand4                 2
==> power groups by stage <==
stage | clock, mW | combinational (mW) | sequential, mW
6_report | 2.95 | 1.19 | 3.36
5_1_grt | 3.13 | 1.31 | 3.44
4_1_cts | 3.01 | 1.21 | 3.36
Power figures rest on the tool's default switching activity, not on a simulated workload.
