--- flow/design.v ---
module FIFO(dout,empty,full,re,we,rst,clk,din);
input [15:0]din;
input clk;
input re,we,rst;
reg [3:0]rdaddr;
reg [3:0]wraddr;
output reg [15:0]dout;
output full;
output empty;
reg [15:0]mem[7:0];
integer i;
always@(posedge clk)
    begin
        if(rst)
            for(i=0;i<8;i=i+1)
                begin
                    wraddr <= 4'b000;
                    mem[i] = 0;
                end
        else if(we && !full)
                begin
                    mem[wraddr[3:0]] <= din;
                    wraddr[3:0] = wraddr[3:0]+1;
                end
    end
always@(posedge clk)
    begin
        if(rst)
            begin
                dout <=16'h0000;
                rdaddr[3:0] <= 4'h0;
            end
        else if(re && !empty)
            begin   
               dout <= mem[rdaddr[3:0]];
                rdaddr = rdaddr[3:0]+1;
            end
    end
assign empty = (wraddr == rdaddr)? 1'b1 : 1'b0;
assign full = (wraddr == {~rdaddr[3],rdaddr[2:0]} ) ? 1'b1 : 1'b0;
endmodule
--- flow/run.sh ---
#!/bin/bash
# OpenROAD 26Q1-2900-gdf79404cd8, Yosys 0.63+post, stock flow scripts
make -C /OpenROAD-flow-scripts/flow DESIGN_CONFIG=/design/flow/config.mk WORK_HOME=/design/flow/orfs finish
--- flow/config.mk ---
export PLATFORM = sky130hd
export DESIGN_NAME = FIFO
export DESIGN_NICKNAME = FIFO
export VERILOG_FILES = /design/flow/design.v
export SDC_FILE = /design/flow/constraint.sdc
export NUM_CORES = 4
export LEC_CHECK = 1
export CORE_UTILIZATION = 30
--- flow/constraint.sdc ---
current_design FIFO

set clk_period 5.7
set clk_io_pct 0.2

create_clock -name clk0 -period $clk_period [get_ports {clk}]

set non_clock_inputs [all_inputs -no_clocks]
set_input_delay [expr $clk_period * $clk_io_pct] -clock clk0 $non_clock_inputs
set_output_delay [expr $clk_period * $clk_io_pct] -clock clk0 [all_outputs]
==> results_dict.tcl <==
# flow metrics
set metrics [dict create \
    hp-class "flip-flop to flip-flop" \
    synth.cell_area_um2 6870 \
    yosysCellCount 448 \
    cts_resized 0 \
    postSynthCellCount 448 \
    worstPathMaxFanout 36 \
    ir_drop_mv 0.196 \
    antennaDiodeCount 0 \
    insertion_delay_ns 0.43 \
    post-route-util 0.360 \
    dieArea_um2 23500 \
    cp_num_buf_inv 2 \
    root_buffer "clkbuf_16" \
    grt_antenna_before_repair 0 \
    n_fill_cell 2055 \
    topCellsByArea "edfxtp_1 (56%), and2_1 (12%), mux4_2 (10%)" \
    wl_mm 15.6 \
    skew_ns 0.0104 \
    outcome "finished, final reports clean" \
    drtIter0Drc 165 \
    clockBufferDepth 2 \
    dp_hpwl_mm 10.9 \
    synth-edff-count 128 \
    firstDrtPassIters 4 \
    ys_seq_share 0.629 \
    die_y_um 153 \
    std_cell_rows 55 \
    ff_type "edfxtp_1" \
    grtUsageTotal 0.147 \
    cp_slowest_cell "nor4_4" \
    die_x_um 153 \
    netlist-cell-type-count 40 \
    io_buffer_count 37 \
    max_freq_ghz 0.241 \
    core_um2 22600 \
    cts_tree "done" \
    htreeDepth 4 \
    cts_buffers 17 \
    leakagePower_uw 0.00276 \
    holdBufCountCts 0 \
    io_pins 38 \
    ant_nets 0 \
    yosys-top-cells-count "and2_1 (128), edfxtp_1 (128), mux4_2 (32), dfxtp_1 (24), nor2_1 (20)" \
    crit_type "flip-flop to primary output" \
    wl_per_cell_um 19.9 \
    layout-drive-gt1-share 0.173 \
    crit_chain "buf_4 -> xor2_2 -> nor4_4 -> clkdlybuf4s50_1" \
    rsz0062_at_grt "false" \
    power_uw 2880 \
    slew_viol_final 0 \
    place.gp.congestion 0.876 \
    avgSynthCellArea_um2 15.3 \
    grt_first_pass_wirelength_mm 23.7 \
    slew_headroom 0.445 \
    finalClockPeriodUsage 0.727 \
    synth_flops 152 \
    clk_pin_slew_ns 0.06 \
    first_global_vias 3844 \
    worstSetupEndpointType "primary output" \
    clkSinkCount 152 \
    finalHoldViolCount 0 \
    cp.required_ns 4.56 \
    critPathMaxStageDelay_ns 0.80 \
    powerDensity_nw_per_um2 355 \
    comb_area_um2 2390 \
    ys.warnings.count 1 \
    area_growth_pct 18.1 \
    grt_max_degree 39 \
    finalSetupViolations 0 \
    cp.arrival_ns 3.00 \
    synth_top_cell_by_area "edfxtp_1" \
    tightestPinTransition_ns 0.826 \
    grt.overflow.total 0 \
    post-route-drc-count 0 \
    startpoint_type "flip-flop" \
    initial_utilization 0.305 \
    yosys.area.top_type_share 0.559 \
    drv_cap 0 \
    reg2reg_setup_slack_ns 2.53 \
    vias 3696 \
    async_reset_ff_frac 0 \
    cp_top_family "buffers and inverters" \
    post-route-min-period_ns 4.14 \
    warning_count 25 \
    yosys_area_um2 6870 \
    flop_area_um2 4330 \
    setup_tns_ns 0 \
    viasPerCell 4.73 \
    cts_setup_buffers 0 \
]
-- where the power goes --
group          total (uW)  switching (uW)  internal [uW]
registers            1310            35.9           1280
logic                 395             199            197
clock network        1170             441            734
total                2880             676           2210
-- stage by stage --
| step | setup WS, ns | cells | instance area, um^2 | hold slack, ns |
|---|---|---|---|---|
| after global routing | 1.34 | 781 | 8120 | 0.523 |
| final | 1.56 | 781 | 8120 | 0.497 |
| after global placement | 1.93 | 749 | 7490 | 0.493 |
| after floorplan | 2.98 | 448 | 6870 | 0.464 |
| after CTS | 1.51 | 781 | 8120 | 0.503 |
| after detailed placement | 1.87 | 749 | 7490 | 0.495 |
-- layout by cell type (no fill, tap or decap), types with 2 or more instances in the layout --
cell,instances
or3_1,3
o21ai_0,3
clkbuf_16,17
clkinv_4,2
inv_6,3
bufinv_16,4
mux2i_1,16
and2_1,128
nor4_4,4
nand3_1,2
xor2_2,3
ha_1,2
edfxtp_1,128
xnor2_1,2
nand2_1,5
dfxtp_1,23
a211oi_1,16
nor2_1,20
nor2_2,3
or2_1,8
mux4_2,32
buf_4,6
o41ai_1,2
a21oi_1,4
clkinv_2,2
xor2_1,2
clkdlybuf4s50_1,37
clkinvlp_4,3
-- tightest hold or removal path, delay by kind of cell (launching register included) --
family	cells	cell delay, ns
flip-flops	1	0.31
AND/OR/NAND/NOR	1	0.09
AND-OR/OR-AND	1	0.05
-- cell type report --
class	count	share of cell area
repair buffers	43	0.0512
clock inverters	15	0.0247
clock buffers	17	0.0524
inverters	1	0.000462
flip-flops and latches	152	0.533
well taps	285	0.0439
multi-input cells	268	0.295
-- metal layers --
layer  vias up  GRT usage  part of all wire
li1       1731          -                 -
met1      1769      0.201              0.42
met2       173      0.204              0.42
met3        23     0.0916              0.13
met4         0     0.0348             0.029
met5         -    0.00828                 0
-- cell families (layout without fill, tap and decap cells) --
family / Yosys count / count (layout) / synth area share
multiplexers: 49 / 49 / 0.130
AND-OR/OR-AND: 28 / 28 / 0.0315
adder cells (fa/ha/maj): 2 / 2 / 0.00364
XOR/XNOR: 7 / 7 / 0.0122
AND/OR/NAND/NOR: 182 / 182 / 0.171
buffers and inverters: 28 / 76 / 0.0231
flip-flops: 152 / 152 / 0.629
-- flip-flops by register name (all words and copies together) (netlist names) --
signal  cells
mem       128
dout       16
rdaddr      4
wraddr      4
-- worst paths after layout --
kind / from / to / depth (start not counted)
max reg2reg: rdaddr[0]$_SDFFE_PP0P_ / mem[1][14]$_SDFFCE_PN0P_ / 5
min: dout[6]$_SDFFE_PP0P_ / dout[6]$_SDFFE_PP0P_ / 2
max: rdaddr[0]$_SDFFE_PP0P_ / full / 4
min reg2reg: dout[6]$_SDFFE_PP0P_ / dout[6]$_SDFFE_PP0P_ / 2
Power is estimated from default activity; no workload was simulated.
