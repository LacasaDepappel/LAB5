==> ./design.v <==
module RAM_16x8_SYNCHRONOUS(data_out,rst,clk,Re,We,Wr_addr,Rd_addr,data_in);
parameter width=8,depth=16,addr_bus=4;
input rst;	 
input clk;	 
input Re,We;	 
input [width-1:0]data_in;	 
input [addr_bus-1:0]Wr_addr,Rd_addr;	 
output reg [width-1:0]data_out;
reg [width-1:0] mem [depth-1:0];		 
integer x;
always@(posedge clk)
	begin
		if(rst)
			begin
				data_out <= 4'b0000;
				for(x=0;x<16;x=x+1)
					begin
						mem[x] <= 0;
					end
				end
		else if(We == 1)
			begin
				mem[Wr_addr] <= data_in;
			end
		else if(Re == 1)
			begin
				data_out <= mem[Rd_addr];
			end
	end
endmodule
==> ./run.sh <==
#!/bin/bash
# OpenROAD 26Q1-2900-gdf79404cd8, Yosys 0.63+post, stock flow scripts
make -C /OpenROAD-flow-scripts/flow DESIGN_CONFIG=/design/flow/config.mk WORK_HOME=/design/flow/orfs finish
==> ./config.mk <==
export PLATFORM = sky130hd
export DESIGN_NAME = RAM_16x8_SYNCHRONOUS
export DESIGN_NICKNAME = RAM_16x8_SYNCHRONOUS
export VERILOG_FILES = /design/flow/design.v
export SDC_FILE = /design/flow/constraint.sdc
export NUM_CORES = 4
export LEC_CHECK = 1
export CORE_UTILIZATION = 50
==> ./constraint.sdc <==
current_design RAM_16x8_SYNCHRONOUS

set clk_period 4.0
set clk_io_pct 0.2

create_clock -name clk0 -period $clk_period [get_ports {clk}]

set non_clock_inputs [all_inputs -no_clocks]
set_input_delay [expr $clk_period * $clk_io_pct] -clock clk0 $non_clock_inputs
set_output_delay [expr $clk_period * $clk_io_pct] -clock clk0 [all_outputs]
==> notes.md <==
The layout was made with Yosys and OpenROAD.

The flow ran to the end, and the final reports show no timing, DRC or antenna violations. The hold violation total from the final report is 0. The peak clock frequency supported by timing is 0.337 GHz.

The count of warning messages emitted by the tools is 25. Subtracting the final worst setup slack from the clock period gives 2.96 ns. For this run, the leading register cell type out of synthesis is sky130_fd_sc_hd__edfxtp_1. The global router's overall resource usage is 24.4%. CTS saw approximately 140 sinks.

The start-to-end type of the worst setup path is in -> reg. Once layout is done, the placed cells without fillers occupy 7340 um^2. The aggregate negative setup slack is 0 ns. TritonCTS built the clock tree. The number of global-route vias before repair is approximately 3500. The overall die width is 114 um. The vertical extent of the die is approximately 110 um. The transition time at the pin with the least slew margin is a little under 0.9 ns.

The detailed placer's ending HPWL is 8730 um. The number of buffers added by the clock tree synthesis step is 17. The leakage power figure is between 2 and 3 nW. The first global-routing pass estimated just over 20000 um of wire.

The tally of nets with antenna violations remaining after routing is 0. The post-placement cell area is ~6700 um^2. At the worst endpoint, the required time is 4.11 ns. After clock tree synthesis, the setup repair step added 0 buffers.

According to the I/O placement log, the pin count is 28. The sequential share of the synthesized area is 64.2%. At the floorplan stage, the core utilization is reported as between 50 and 60%. The floorplan step defined a core boundary enclosing approximately 12000 um^2. The post-route clock skew is 0.00898 ns.

After layout, the design draws a total of 3.49 mW. In this run the cell area of the synthesized design comes to 6230 um^2. Cells with a size suffix above 1 make up 18.3% of the layout. The total of max-cap violations is 0. Global routing finished with a remaining overflow of 0. The maximum clock insertion buffer count is 2. The insertion delay of the later-clocked pin in the worst-skew pair is 0.42 ns. The peak fanout along the critical path is 15. Per STA, the worst path accumulates the most delay in the family simple AND/OR/NAND/NOR gates. Per the detail_route report, inserted antenna diodes total 0. According to the floorplan log, the row count is 40. Setup repair after global routing left no endpoint under its margin. The synthesis report lists the Yosys warning total as 1.

The count of routing violations after the opening detailed-route iteration is just under 200. The data arrival time of the worst path is 3.07 ns. The chip area line of the yosys report is 6230 um^2. The fraction of the cycle the final worst path needs is 74.1%. STA classifies the critical path endpoint as a flip-flop. The element type at the critical path start is an input port. The filler cell count is 916.

The yosys stat cell total is 417. The number of H-tree levels is 4. After clock tree synthesis, the flow added hold-fix buffers numbering 0. The peak supply drop is 248 uV. The number of buffers inserted by port buffering is 27. The peak per-stage delay on the critical path is 0.66 ns. The number of buffer and inverter instances along the worst setup path is 2. Compared with the post-synthesis result, the final layout area differs by 17.7%. The clock transition at the registers of the reported paths is 0.05 ns. The pin count of the biggest net entering global routing is 20. Counting flops with a built-in enable in the synthesized netlist gives 128.

The routed layout reports a DRC error count of 0. The global placement routability congestion is between 0.8 and 0.9. In the log, the iteration count for the first detailed-route pass is 4. The cell sitting at the root of the clock tree is a sky130_fd_sc_hd__clkbuf_16. The count of cells resized by post-cts repair is 0. After synthesis the netlist holds a flip-flop and latch count of 136. The master of the slowest instance on the critical path is sky130_fd_sc_hd__nor3_1. The final wirelength is about 13000 um.

Per the detail_route report, the via count comes to 3403. The remaining max-slew budget at the tightest pin is 41.9%. The initial antenna violation count is 0. The chip occupies 12900 um^2. The detailed-route wire length per cell is 20.9 um. The type of the most critical hold path is reg -> reg. Traced cell by cell, the critical path runs through clkdlybuf4s50_1 -> inv_1 -> nand4_1 -> nor3_1 -> or2_2. The post-synthesis instance total is 417. For this run, the detailed router reports a per-instance via density of 5.33. Per the finish-stage timing summary, setup violations number 0. The unique cell type count in the Yosys netlist is 27. The fraction of registers with async set/reset is 0%.

The final count of pins violating max slew is 0. The power per cell area is 476 nW/um^2. The mean area per synthesized cell is 14.9 um^2.
[cells in the mapped netlist, types with 2 or more instances]
library cell                 n  area (um^2)
sky130_fd_sc_hd__and2_1    129          807
sky130_fd_sc_hd__edfxtp_1  128         3840
sky130_fd_sc_hd__mux2i_1    26          260
sky130_fd_sc_hd__mux4_2     23          518
sky130_fd_sc_hd__nor2_1     13         48.8
sky130_fd_sc_hd__o21ai_0    13         65.1
sky130_fd_sc_hd__nand2_1    12         45.0
sky130_fd_sc_hd__clkbuf_1    9         33.8
sky130_fd_sc_hd__o211ai_1    9         67.6
sky130_fd_sc_hd__a221oi_2    8          120
sky130_fd_sc_hd__dfxtp_1     8          160
sky130_fd_sc_hd__buf_2       6         30.0
sky130_fd_sc_hd__o21ai_1     6         30.0
sky130_fd_sc_hd__buf_6       5         56.3
sky130_fd_sc_hd__or2_2       4         25.0
sky130_fd_sc_hd__nand2b_1    3         18.8
sky130_fd_sc_hd__inv_1       2         7.51
sky130_fd_sc_hd__nand4_1     2         12.5
sky130_fd_sc_hd__nor3_1      2         10.0
sky130_fd_sc_hd__nor3_2      2         20.0
[worst reg2reg max path, cell delays in order, from the launching register on]
cell                       delay [ns]
sky130_fd_sc_hd__edfxtp_1        0.38
sky130_fd_sc_hd__mux4_2          0.51
sky130_fd_sc_hd__o21ai_0         0.30
sky130_fd_sc_hd__o211ai_1        0.13
[sequential cells by signal (all words and copies together) (netlist names)]
name	cells
data_out	8
mem	128
[final cells by class]
cell class / instances / area, um^2 / area share (%)
well taps: 168 / 210 / 2.87
inverters: 2 / 7.51 / 0.102
clock inverters: 3 / 16.3 / 0.222
clock buffers: 29 / 616 / 8.39
flip-flops and latches: 136 / 4000 / 54.6
repair buffers: 44 / 393 / 5.36
multi-input cells: 257 / 2090 / 28.5
[cells by family after synthesis]
kind of cell,count (synthesis),synth area share [%]
AOI/OAI and AO/OA,37,4.62
buffers and inverters,24,2.25
DFF,136,64.2
muxes,49,12.5
and+or+nand+nor,171,16.4
[through the flow]
stage	utilization, %	setup slack (ns)	std cells	hold slack (ns)
detailed placement	55.6	0.668	607	0.479
floorplan	-	1.75	417	0.429
CTS	60.8	1.09	639	0.492
global placement	55.6	0.748	607	0.470
global route	60.8	0.832	639	0.513
finish	60.8	1.04	639	0.487
[power breakdown]
part | internal [mW] | total (mW) | switching [mW]
logic | 0.106 | 0.242 | 0.136
registers | 1.64 | 1.66 | 0.0235
clock network | 1.04 | 1.59 | 0.547
[placed cells by master, fill, tap and decap left out, types with 3 or more instances in the layout]
master and n:
sky130_fd_sc_hd__clkdlybuf4s50_1 26, sky130_fd_sc_hd__mux2i_1 26, sky130_fd_sc_hd__nand2b_1 3, sky130_fd_sc_hd__buf_4 17, sky130_fd_sc_hd__dfxtp_1 8, sky130_fd_sc_hd__and2_1 129
sky130_fd_sc_hd__nand2_1 12, sky130_fd_sc_hd__nor2_1 13, sky130_fd_sc_hd__or2_2 4, sky130_fd_sc_hd__edfxtp_1 128, sky130_fd_sc_hd__a221oi_2 8, sky130_fd_sc_hd__mux4_2 23
sky130_fd_sc_hd__clkbuf_16 21, sky130_fd_sc_hd__o211ai_1 9, sky130_fd_sc_hd__o21ai_0 13, sky130_fd_sc_hd__clkbuf_8 6, sky130_fd_sc_hd__o21ai_1 6
[layer usage]
| metal | share of wire [%] | track usage [%] | routed length, um | vias up |
|---|---|---|---|---|
| met4 | 1.2 | 2.81 | 157 | 0 |
| met5 | 0 | 0 | 0 | - |
| met2 | 45 | 34.4 | 6030 | 128 |
| li1 | - | - | - | 1633 |
| met1 | 43 | 39.9 | 5790 | 1632 |
| met3 | 10 | 11.6 | 1390 | 10 |
[path summary, 6_finish.rpt]
kind / start / to / slack [ns] / cells after the start
setup reg to reg: mem[12][1]$_SDFFCE_PN0P_ / data_out[1]$_SDFFE_PP0P_ / 2.54 / 3
hold / removal: data_out[1]$_SDFFE_PP0P_ / data_out[1]$_SDFFE_PP0P_ / 0.49 / 2
setup / recovery: rst / mem[12][1]$_SDFFCE_PN0P_ / 1.04 / 5
hold reg to reg: data_out[1]$_SDFFE_PP0P_ / data_out[1]$_SDFFE_PP0P_ / 0.49 / 2
No activity file was given, so power comes from the tool's default toggle rates.
